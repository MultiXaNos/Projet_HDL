<file path="/design/flow/config.mk">
export PLATFORM = sky130hd
export DESIGN_NAME = Telemetre_DE2115
export DESIGN_NICKNAME = Telemetre_DE2115
export VERILOG_FILES = /design/flow/design.v
export SDC_FILE = /design/flow/constraint.sdc
export NUM_CORES = 4
export LEC_CHECK = 1
export CORE_UTILIZATION = 30
</file>
<file path="/design/flow/constraint.sdc">
current_design Telemetre_DE2115

set clk_period 8.1
set clk_io_pct 0.2

create_clock -name clk0 -period $clk_period [get_ports {CLOCK_50}]
create_clock -name clk1 -period $clk_period [get_ports {GPIO}]

set non_clock_inputs [all_inputs -no_clocks]
set_input_delay [expr $clk_period * $clk_io_pct] -clock clk0 $non_clock_inputs
set_output_delay [expr $clk_period * $clk_io_pct] -clock clk0 [all_outputs]
</file>
<file path="/design/flow/design.v">
module Aff7Seg(NbIn, Seg);
parameter OUTPUT_POLARITY = 1;  
input[3:0] NbIn;
output[0:6] Seg;
reg[0:6] iSeg;
always @(NbIn)
begin
	case(NbIn)
		0 : iSeg <= 7'b1111110 ;
		1 : iSeg <= 7'b0110000 ;
		2 : iSeg <= 7'b1101101 ;
		3 : iSeg <= 7'b1111001 ;
		4 : iSeg <= 7'b0110011 ;
		5 : iSeg <= 7'b1011011 ;
		6 : iSeg <= 7'b1011111 ;
		7 : iSeg <= 7'b1110000 ;
		8 : iSeg <= 7'b1111111 ;
		9 : iSeg <= 7'b1111011 ;
		10 : iSeg <= 7'b1110111 ;
		11 : iSeg <= 7'b0011111 ;
		12 : iSeg <= 7'b1001110 ;
		13 : iSeg <= 7'b0111101 ;
		14 : iSeg <= 7'b1001111 ;
		15 : iSeg <= 7'b1000111 ;
	endcase
end
assign Seg = (OUTPUT_POLARITY == 1) ? iSeg : ~iSeg;
endmodule
module Memoire(In, Gate, Out);
parameter BUS_SIZE = 8;
parameter GATE_POLARITY = 0;
input[(BUS_SIZE-1):0] In;
input Gate;
wire iGate;
output reg[(BUS_SIZE-1):0] Out;
always @(negedge(iGate))
begin
	Out <= In;
end
assign iGate = (GATE_POLARITY == 0) ? Gate : ~Gate;
endmodule
module ComparateurTL(Comp, Out) ;
parameter COMP_VALUE = 15 ;
parameter BUS_SIZE = 8 ;
input[BUS_SIZE-1:0] Comp ;
output reg Out ;
always@(Comp)
	begin
		if(Comp >= COMP_VALUE)
			begin
				Out <= 1 ;
			end
		else
			begin
				Out <= 0 ;
			end
	end
endmodule
module CptNBitsNat(Clk, Q, nSet, nReset);
parameter OUTPUT_SIZE = 4;
parameter MODULO_VALUE = 10;
parameter SET_POLARITY = 0; 
parameter RESET_POLARITY = 0;
parameter CLK_ACTIVE_EDGE = 1;
input Clk;
input nSet, nReset;
output[(OUTPUT_SIZE-1):0] Q;
reg[(OUTPUT_SIZE-1):0] Q;
reg nReset_prec;
wire iClk;
always @(negedge(iClk))
begin
	if (!nReset_prec && nReset)
		begin
			Q <= 0;
		end
	else
	begin 
		if (nSet == SET_POLARITY)
		begin 
			Q <= 2**(OUTPUT_SIZE) - 1;
		end
		else
			begin
				if((Q+1) < MODULO_VALUE)
				begin
					Q <= Q + 1;
				end
				else
				begin
					Q <= 0;
				end
			end
	end
	nReset_prec <= nReset;
end
assign iClk = (CLK_ACTIVE_EDGE == 0) ? Clk : ~Clk;
endmodule
module FreqDividerTL (clkIn, clkOut) ;
 parameter NBT      = 10;  
 parameter NBTON    = 5;  
 parameter POLARITY = 1;  
 parameter BUS_SIZE = 16;  
 input clkIn;
 output reg clkOut;
 reg [(BUS_SIZE-1):0] cnt;
 always @(negedge(clkIn))
 begin
	  if (cnt < NBT - 1)
	  begin
			cnt <= cnt + 1;			
	  end
	  else
	  begin
			cnt <= 0;			
	  end
	  if (cnt < NBTON)
	  begin
			clkOut <= POLARITY;			
	  end
	  else
	  begin
			clkOut <= ~POLARITY;
	  end
 end
endmodule 
module Split8BitsBy3(Dist, S1, S2, S3);
input[7:0] Dist ;
output reg[3:0] S1, S2, S3 ;
always@(Dist)
	begin
			S3 = Dist / 100 ;
			S2 = (Dist - S3*100)/10 ;
			S1 = Dist - S3*100 - S2*10 ;
	end
endmodule
module Telemetre(Clk, Gate, A1, A2, A3, Led);
input Clk, Gate;
output[6:0] A1, A2, A3;
output Led;
wire ClkOut;
wire [7:0] Dist, DistMemorise;
wire [3:0] ValA1, ValA2, ValA3;
FreqDividerTL #(7350, 3675, 1, 13) Diviseur(Clk, ClkOut) ;
CptNBitsNat #(8, 256, 0, 1, 0) CntDist(ClkOut, Dist, 1, Gate);
Memoire #(8, 0) Mem(Dist, Gate, DistMemorise);
ComparateurTL #(15, 8) CompDist(DistMemorise, Led);
Split8BitsBy3 Spliter(DistMemorise, ValA1, ValA2, ValA3);
Aff7Seg #(0) Aff1(ValA1, A1);
Aff7Seg #(0) Aff2(ValA2, A2);
Aff7Seg #(0) Aff3(ValA3, A3);
endmodule
module Telemetre_DE2115(CLOCK_50, GPIO, HEX0, HEX1, HEX2, LEDR);
input CLOCK_50;
input[35:0] GPIO;
output[0:6] HEX0, HEX1, HEX2;
output[17:0] LEDR ;
Telemetre Tel(CLOCK_50, GPIO[0], HEX0, HEX1, HEX2, LEDR[0]); 
endmodule
</file>
<file path="/design/flow/run.sh">
#!/bin/bash
# OpenROAD 26Q1-2900-gdf79404cd8, Yosys 0.63+post, stock flow scripts
make -C /OpenROAD-flow-scripts/flow DESIGN_CONFIG=/design/flow/config.mk WORK_HOME=/design/flow/orfs finish
</file>
==> flow_summary.json <==
{
  "wl_per_cell_um": 11.6,
  "slowest_delay_ps": 410,
  "synth-edff-count": 0,
  "untimed_endpoints": 17,
  "die_y_um": 103,
  "vdd_ir_drop_max_mv": 0.113,
  "track_usage": 0.160,
  "critPathRequiredTime_ps": 6480,
  "top_area_frac": 0.204,
  "ios": 76,
  "postRouteAntennaNets": 0,
  "unclocked_pins": 9,
  "synth_seq_share": 0.204,
  "grt_pass1_vias": 3320,
  "path_buffers": 7,
  "synthCells": 383,
  "synth_flops": 31,
  "grt_pass1_wl_um": 13700,
  "arrival_ps": 11000,
  "critPathTopFamily": "simple AND/OR/NAND/NOR gates",
  "finalSetupViolations": 14,
  "slowest_stage": "or4_4",
  "rows": 36,
  "viasPerCell": 4.73,
  "firstDrtPassIters": 5,
  "fp_util": 0.311,
  "fin_total_pwr_uw": 324,
  "ys_sh_simple": 0.243,
  "status": "finished with violations",
  "diodes": 0,
  "drive_gt1_frac": 0.435,
  "openroad.warnings": 125,
  "maxCapViolCount": 0,
  "wirelength_um": 8070,
  "cts_hold_buf": 0,
  "die_w_um": 103,
  "p_per_area_nw_per_um2": 65.1,
  "drv_slew": 0,
  "drt_drc_violations_left": 0,
  "logic_family": "simple AND/OR/NAND/NOR gates",
  "fillCellCount": 865,
  "overflow": 0,
  "power_leakage_uw": 0.00237,
  "cpMostUsedCell": "ha_4",
  "fa_ha_area_frac": 0.129,
  "die-area_um2": 10500,
  "gp_congestion": 0.907,
  "ys_cells": 383,
  "drtIter0Drc": 117,
  "setup_ws_ps": -4520,
  "vias": 3307,
  "core_area_um2": 9770,
  "syn_area_um2": 3040,
  "cts_tree": "built",
  "synth.distinct_cells": 83,
  "crit_path_max_fanout": 5,
  "finalClockSkew_ps": 15.4,
  "violations": "negative setup slack",
  "ys_area_um2": 3040,
  "clk_pin_slew_ps": 30,
  "synth_area_leader_cell": "dfxtp_1",
  "syn_avg_cell_area_um2": 7.93,
  "place.port_buffers": 21,
  "grt_max_degree": 14,
  "yosys.area_share.aoi": 0.223,
  "rsz0062_at_grt": "true",
  "critPathLaunchType": "flop",
  "dp.cells": 623,
  "topCellsByArea": "dfxtp_1, ha_1, nor2_1",
  "async_reset_ff_frac": 0,
  "crit_type": "flop to output pin",
  "top_cell": "nor2_1",
  "dpl.hpwl_um": 5610,
  "fin_cells": 699,
  "area_growth_pct": 63.8,
  "relSlewSlack": 0.385,
  "hold_viol_final": 0,
  "ys_warn_count": 24,
  "ys_top_cells_by_count": "nor2_1, dfxtp_1, nand2_1",
  "hp-class": "flop to flop",
  "ff_type": "dfxtp_1",
  "mux_share": 0.0383,
  "xor_area_frac": 0.0577,
  "timing.setup.tns_ps": -59290,
  "antenna_found_initial": 0,
  "crit_path_end_kind": "output pin",
  "worst_pin_slew_ps": 923
}
==> report_power, final <==
part           leakage (µW)  total (µW)  switching (µW)  internal [µW]
Clock              0.000209         209            85.6            124
Sequential         0.000257         114               0            114
Combinational       0.00190       0.155           0.154              0
Total               0.00237         324            85.8            238
==> state kept, by name, summed over array words and instances, names as in the netlist <==
register	flops
Tel.Diviseur.clkOut	1
Tel.CntDist.Q	8
Tel.Mem.Out	8
Tel.Diviseur.cnt	13
Tel.CntDist.nReset_prec	1
==> metrics by stage <==
| step | hold slack [ps] | cell area, µm² | utilization | setup slack [ps] |
|---|---|---|---|---|
| global route | 472 | 4970 | 0.509 | -4810 |
| finish | 443 | 4970 | 0.509 | -4520 |
| global placement | 431 | 4110 | 0.420 | -4260 |
| CTS | 436 | 4810 | 0.492 | -4460 |
| floorplan | 416 | 3180 | - | -4040 |
| detailed placement | 442 | 4110 | 0.420 | -4270 |
==> timing repair <==
item	4_1_cts	5_1_grt
endpoints found under the setup margin	17	19
pin swaps	27	18
gates resized	91	42
buffers inserted	45	10
cloned	1	0
==> path summary, 6_finish.rpt <==
kind	start	to	slack, ps	cells after the start
max	Tel.Mem.Out[5]	HEX0[3]	-4520	33
min	Tel.Diviseur.cnt[12]	Tel.Diviseur.clkOut	440	1
max reg2reg	Tel.Diviseur.cnt[2]	Tel.Diviseur.cnt[11]	6290	5
min reg2reg	Tel.Diviseur.cnt[12]	Tel.Diviseur.clkOut	440	1
==> final cells by class <==
type | instances | area, µm² | area share
Clock buffer | 9 | 124 | 0.0249
Multi-Input combinational cell | 311 | 2510 | 0.505
Inverter | 24 | 92.6 | 0.0186
Tap cell | 133 | 166 | 0.0335
Clock inverter | 25 | 95.1 | 0.0191
Timing Repair Buffer | 166 | 1360 | 0.273
Sequential cell | 31 | 627 | 0.126
==> cell families (layout without fill, tap and decap cells) <==
logic type,Yosys count,after routing
AOI/OAI and AO/OA,87,87
xor gates and xnor gates,20,20
adders and majority gates,30,30
buffers and inverters,58,224
DFF,31,31
muxes,9,9
other,1,18
and+or+nand+nor,147,147
==> routing by layer <==
metal / vias up / wire length (µm) / track usage
met2: 80 / 3660 / 0.244
li1: 1697 / - / -
met5: - / 0 / 0
met1: 1528 / 3980 / 0.224
met3: 2 / 404 / 0.0379
met4: 0 / 31 / 0.0516
==> cells in the final DEF (no fill, tap or decap), types with 4 or more instances in the layout <==
cell,n
a21oi_1,9
and2_1,5
buf_2,8
buf_4,119
buf_6,24
clkbuf_8,9
clkdlybuf4s50_1,4
conb_1,18
dfxtp_1,28
dlymetal6s2s_1,4
ha_1,15
ha_4,10
inv_1,41
inv_2,5
mux2_4,5
nand2_1,26
nand2_2,4
nand3_1,21
nand4_1,7
nor2_1,43
nor3_1,5
o211ai_1,4
o21ai_0,11
o21ai_1,4
o21ai_2,5
xnor2_1,9
xor2_1,11
Power figures rest on the tool's default switching activity, not on a simulated workload.
